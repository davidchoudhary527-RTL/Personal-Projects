### /design/flow/design.v
`timescale 1ns / 1ps
module baud_gen(
    input  wire clk,
    input  wire reset_n,
    input wire  [2:0]  baud_rate,
    output reg  baud_clk,
    output [13:0] BAUD_DIV
    );
reg [13 : 0] clock_ticks;
reg [13 : 0] final_value;
localparam BAUD24  = 2'b00,
           BAUD48  = 2'b01,
           BAUD96  = 2'b10,
           BAUD192 = 2'b11,
           BAUD384 = 3'b100,
           BAUD560 = 3'b101,
           BAUD1280 = 3'b110;
always @(baud_rate)
begin
    case (baud_rate)
        BAUD24 : final_value = 14'd3906;   
        BAUD48 : final_value = 14'd1953;    
        BAUD96 : final_value = 14'd977;    
        BAUD192 : final_value = 14'd488;   
        BAUD384 : final_value = 14'd244;   
        BAUD560 : final_value = 14'd488;   
        BAUD1280 : final_value = 14'd73;   
        default: final_value = 14'd0;       
    endcase
end
always @( posedge clk or negedge reset_n)
begin
    if(!reset_n)
    begin
        clock_ticks <= 14'd0; 
        baud_clk    <= 1'b0; 
    end
    else
    begin
        if (clock_ticks == final_value)
        begin
            clock_ticks <= 14'd0; 
            baud_clk    <= ~baud_clk; 
        end 
        else
        begin
            clock_ticks <= clock_ticks + 14'd1;
            baud_clk    <= baud_clk;
        end
    end 
end
assign BAUD_DIV = final_value ;
endmodule
### /design/flow/run.sh
#!/bin/bash
# OpenROAD 26Q1-2900-gdf79404cd8, Yosys 0.63+post, stock flow scripts
make -C /OpenROAD-flow-scripts/flow DESIGN_CONFIG=/design/flow/config.mk WORK_HOME=/design/flow/orfs finish
### /design/flow/config.mk
export PLATFORM = sky130hd
export DESIGN_NAME = baud_gen
export DESIGN_NICKNAME = baud_gen
export VERILOG_FILES = /design/flow/design.v
export SDC_FILE = /design/flow/constraint.sdc
export NUM_CORES = 4
export LEC_CHECK = 1
export CORE_AREA = 10 10 102 102
export DIE_AREA = 0 0 112 112
### /design/flow/constraint.sdc
current_design baud_gen

set clk_period 4.5
set clk_io_pct 0.2

create_clock -name clk0 -period $clk_period [get_ports {clk}]

set non_clock_inputs [all_inputs -no_clocks]
set_input_delay [expr $clk_period * $clk_io_pct] -clock clk0 $non_clock_inputs
set_output_delay [expr $clk_period * $clk_io_pct] -clock clk0 [all_outputs]
==> run notes <==
### Run status
* outcome: complete, no violations

### Cells and area
* most common cell after layout, fill and taps aside: nor2_1
* ratio of cells with drive above 1 in the final layout: 0.0714
* post-route cell area: 1370 um2
* final-layout fill cell count: 908
* Area growth syn-to-layout: 26.9%
* final instance count without filler cells: 245
* leading cell types in the layout, fill and taps excluded: nor2_1 (21), clkdlybuf4s50_1 (17), dfrtp_1 (15)

### Min path
* Hold Path End: baud_clk
* Cells on Worst Hold Path: 1
* type of the most critical hold path: register to register
* source of the worst hold timing path: baud_clk

### Route
* drt total wl: 2600 um
* antenna cell count: 0
* via count: 908
* number of design-rule violations left by the first detailed-router iteration: 40
* post-route ant nets: 0
* remaining routing DRC violations: 0
* average via count per standard cell: 3.71
* number of search-and-repair iterations in the first detailed-routing pass: 3
* wire per inst: 10.6 um

### Critical path
* endpoint required time on the critical path: 3600 ps
* top fanout value on the critical path: 12
* reg-to-reg critical path endpoint: baud_clk
* Worst R2R Path Depth: 5
* launching point of the worst reg2reg path: clock_ticks[9]
* Worst Setup Path Type: input pin to primary output
* Crit. End Element: primary output
* Worst R2R Setup Slack: 2050 ps
* nature of the critical path startpoint: input pin
* Worst EP arrival: 2780 ps

### Synthesis
* synth warn: 1
* number of cells in the yosys synthesis report: 130
* mean cell area of the mapped netlist: 8.28 um2
* ranking of synthesized cells by area: dfrtp_1 (35%), xnor2_1 (8.1%), nor2_1 (7.3%)
* Post-Synth Simple-Gate Area: 0.244
* register share after synthesis: 0.349
* synthesized area: 1080 um2
* area share of xor/xnor cells in the synthesized design: 0.155
* Flops after synth: 15
* biggest area consumer among synthesized cells: dfrtp_1
* yosys stat area: 1080 um2
* Distinct lib cells used: 38
* Main logic family: simple AND/OR/NAND/NOR gates
* share of cell area taken by muxes after synthesis: 0.0105
* ao+oa area frac: 0.145
* Dominant cell area share: 0.349
* Post-Synth Adder-Cell Area: 0.0116
* Mapped Cells: 130

### Floorplanning
* Floorplan Core Area: 8220 um2
* die height: 112 um
* Die Area: 12500 um2
* Site Rows: 33
* I/O pin total: 20
* fp util: 0.131
* Die Span X: 112 um

### Clock tree
* Clk pin slew, worst setup/hold paths: 60 ps
* clock tree from TritonCTS: done
* total clock buffers created by CTS: 3
* maximum count of clock buffers along a single path: 2
* total number of H-tree levels: 1
* clock latency on the worst-skew pair: 240 ps
* total of cells resized after clock tree synthesis: 0
* CTS hold repair buffers: 0
* Sinks on Clock Net: 15
* root buffer cell: clkbuf_8
* Post-CTS Repair Setup Buffers: 0

### Global routing
* first-pass GRT wire length: 4400 um
* met2 global-route usage: 0.0664
* pin count of the biggest net entering global routing: 23
* Most Crowded Layer GR: met2
* met3 GRT Util: 0.0114
* overall track demand over capacity in global routing: 0.0405
* total gr overflow: 0
* number of antenna violations at the first check in global routing: 0
* Global Route met1 Usage: 0.0533
* number of global-route vias before repair: 921

### Placed design
* placed instance area: 1320 um2
* HPWL after DPL: 2020 um
* count of input and output buffers: 17
* placed cell count: 241
* placer congestion estimate: 0.829

### STA
* number of max-slew violations in the final report: 0
* relative slew slack: 0.514
* worst slack on hold paths: 479 ps
* Setup TNS Final: 0 ps
* Tmin final: 3680 ps
* count of final setup violators: 0
* number of hold violations in the final report: 0
* Max Clock Freq: 272 MHz
* final setup skew: 2.69 ps
* setup repair after global routing missed its margin: no
* worst-margin pin slew: 723 ps
* final critical-path share of the clock period: 0.818

### Pwr
* worst-case vdd ir drop: 0.0851 mV
* power per standard cell area: 319 nW/um2
* leakage power: 0.510 nW

### Job
* total number of warnings across the stage logs: 25
* count of maximum capacitance violations: 0

## power breakdown
part / total [mW] / switching, mW / leakage [nW] / internal [mW]
clock network: 0.107 / 0.0447 / 0.0228 / 0.0626
logic: 0.123 / 0.0556 / 0.298 / 0.0673
registers: 0.206 / 0.0472 / 0.189 / 0.159
## metal layers
metal / share of wire / vias up
met1: 0.49 / 441
met4: 0 / 0
met3: 0.045 / 0
met2: 0.47 / 11
li1: - / 456
met5: 0 / -
## cells by family (layout without fill, tap and decap cells)
logic type               after synthesis  count (layout)
AND/OR/NAND/NOR                       51              51
AND-OR/OR-AND                         25              25
XOR/XNOR                              19              19
buffers and inverters                 17              26
flip-flops                            15              15
adder cells (fa/ha/maj)                1               1
other                                  1               2
multiplexers                           1               1
## worst max path at each step
stage | start | to | slack [ps] | depth (start not counted)
after global routing | baud_rate[1] | BAUD_DIV[3] | 670 | 6
after CTS | baud_rate[2] | BAUD_DIV[2] | 780 | 3
final | baud_rate[1] | BAUD_DIV[3] | 820 | 6
## synthesized netlist by cell type
cell type and number:
nor4_1 1, and3b_1 1, inv_1 3, nand2_1 9
a31oi_1 1, a211oi_1 2, ha_1 1, or3b_2 1
xnor2_1 10, buf_4 3, nand4_1 1, a2111oi_0 1
o41ai_1 1, a2111o_1 1, buf_6 1, nor2_1 21
o21ai_1 1, o22ai_1 1, buf_1 1, xor2_1 9
a21bo_2 1, buf_2 4, dfrtp_1 15, conb_1 1
nor3b_1 1, nor4b_1 1, o21ai_0 5, clkbuf_1 5
a21oi_1 10, nor2b_1 1, mux2_2 1, nor3_1 3
and3_1 2, nor4_4 1, or4_4 1, nand3b_1 1
o311a_1 1, nand3_1 6
## flip-flops by register name, indices dropped and copies added, names as in the netlist
| name | cells |
|---|---|
| clock_ticks | 14 |
| baud_clk | 1 |
## layout make-up
type                            count  area [um2]  share of cell area
Inverter                            3        11.3             0.00825
Timing Repair Buffer               19         185               0.136
Tap cell                          105         131              0.0962
Sequential cell                    15         375               0.275
Multi-Input combinational cell     99         617               0.452
Clock buffer                        4        45.0              0.0330
## worst max-delay path, cell delays in order
cell and delay, ps:
clkdlybuf4s50_1 730, buf_4 260, xor2_1 190, nand2_1 100, o21ai_0 100, clkdlybuf4s50_1 500
## per-stage QoR
step / setup slack (ps) / utilization / total power, mW
after global routing: 673 / 0.166 / 0.469
after floorplan: 1850 / - / 0.295
after CTS: 775 / 0.166 / 0.439
after global placement: 694 / 0.161 / 0.328
final: 819 / 0.166 / 0.436
after detailed placement: 646 / 0.161 / 0.330
Power figures rest on the tool's default switching activity, not on a simulated workload.
