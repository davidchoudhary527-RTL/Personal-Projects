[/design/flow/run.sh]
#!/bin/bash
# OpenROAD 26Q1-2900-gdf79404cd8, Yosys 0.63+post, stock flow scripts
make -C /OpenROAD-flow-scripts/flow DESIGN_CONFIG=/design/flow/config.mk WORK_HOME=/design/flow/orfs finish
[/design/flow/config.mk]
export PLATFORM = sky130hd
export DESIGN_NAME = Uart_rx
export DESIGN_NICKNAME = Uart_rx
export VERILOG_FILES = /design/flow/design.v
export SDC_FILE = /design/flow/constraint.sdc
export NUM_CORES = 4
export LEC_CHECK = 1
export CORE_AREA = 10 10 109 109
export DIE_AREA = 0 0 119 119
[/design/flow/constraint.sdc]
current_design Uart_rx

set clk_period 2.5
set clk_io_pct 0.2

create_clock -name clk0 -period $clk_period [get_ports {baud_clk}]

set non_clock_inputs [all_inputs -no_clocks]
set_input_delay [expr $clk_period * $clk_io_pct] -clock clk0 $non_clock_inputs
set_output_delay [expr $clk_period * $clk_io_pct] -clock clk0 [all_outputs]
[/design/flow/design.v]
`timescale 1ns / 1ps
`timescale 1ns / 1ps
module Uart_rx(
    input  wire baud_clk,      
    input  wire reset_n,       
    input  wire rx_data_in,    
    output reg  [7:0] rx_data, 
    output reg  rx_valid       
);
    localparam IDLE  = 'b00,
               DATA  = 'b01,
               STOP  = 'b10,
               VALID = 'b11;
    reg [1:0] state;
    reg [2:0] bit_index;
    reg [7:0] rx_shift ;
    always @(posedge baud_clk or negedge reset_n) begin
        if (!reset_n) begin
            state <= IDLE;
            bit_index <= 0;
            rx_shift <= 0;
            rx_data <= 0;
            rx_valid <= 0;
        end else begin
            case (state)
                IDLE: begin
                    rx_valid <= 0;
                    bit_index <= 0;
                    if (rx_data_in == 0)  
                        state <= DATA;
                end
                DATA: begin
                    rx_shift[bit_index] <= rx_data_in;  
                    if (bit_index == 7) begin
                        bit_index <= 0;
                        state <= STOP;
                    end else
                        bit_index <= bit_index + 1;
                end
                STOP: begin
                    if (rx_data_in == 1)
                        state <= VALID;
                    else
                        state <= IDLE;  
                end
                VALID: begin
                    rx_data <= rx_shift;
                    rx_valid <= 1;
                    state <= IDLE;
                end
            endcase
        end
    end
endmodule
==> out/results.ini <==
[synth]
ys_seq_elements=24
top_cells_by_count=dfrtp_1 (23), mux2_2 (10), nand3_1 (8), ha_1 (5), nand2_1 (5)
syn_inst=84
yosysWarnings=1
top_cell_area_share=0.548
synth_chip_area_mm2=0.00105
yosysMostFrequentCell=dfrtp_1
ff_type=dfrtp_1
avgSynthCellArea_um2=12.5
top_area_cell=dfrtp_1
syn_area_mm2=0.00105
async_flop_share=1.00
synth_seq_share=0.573
synthDistinctLibCells=26
topCellsByArea=dfrtp_1 (55%), mux2_2 (11%), ha_1 (6.0%)
ys_cells=84
synth-edff-count=0

[sta]
max_freq_ghz=0.551
setup-tns-final_ps=0
relSlewSlack=0.702
tightest_slew_ps=447
finalSetupViolations=0
min_period_ps=1810
skew_ps=1.17
maxSlewViolCount=0
period_used_share=0.726
hold_viol=0
rsz0062_at_grt=no

[die]
fp.dieW_um=119
die-area_mm2=0.0142
fp_util=0.109
die_h_um=119
rows=36
ios=12
core-area_mm2=0.00964

[critical_path]
path_cells=inv_1, ha_1, xnor2_1, nand4b_1, mux2_2
max_stage_delay_ps=490
crit_family=flip-flops
path_max_fanout=9
end_kind=register
crit_path_end=rx_shift[4]
r2r-end=rx_shift[4]
cp-start-kind=register
startpoint=bit_index[0]
crit_type=register to register
rrSetupSlack_ps=690
timing.rr.start=bit_index[0]
rr_worst_depth=5
required_ps=2650
slowest_stage=dfrtp_1
cp.arrival_ps=1960
cp.buffers_inverters=1
path_depth=5

[clock_network]
holdBufCountCts=0
clk_latency_ps=260
cts_sinks=24
cts_buffers=3
cts_tree=done
clk_path_buf_depth=2
clkTransAtPathRegs_ps=80
cts_resized=0
htreeDepth=1
root_buffer=clkbuf_8
cts_setup_buffers=0

[power]
p_leak_nw=0.561
power_w=0.00154
max-vdd-ir-drop_uv=314
power.density_mw_per_mm2=1120

[place]
dp_hpwl_um=1490
gp_congestion=0.732
io_buffers=11

[status]
status=finished, final reports clean

[run]
maxCapViolations=0
warning_count=28

[detailed_routing]
drtIter0Drc=18
wl_um=2030
first_pass_iters=4
vias_per_cell=2.95
wl_per_cell_um=8.79
n_antenna_cell=0
ant_nets=0
drc_errors=0
via_count=682

[finish]
num-fill-cells=1084
drive_gt1_frac=0.173
post-route-util=0.143
syn2layout_area_growth_pct=30.7

[grt]
antenna_found_initial=0
track_usage=0.0296
grt_pass1_vias=704
grt_max_degree=25
grt_pass1_wl_um=3490
overflow=0

[worst_hold_path]
hold_class=register to register

cells in the final DEF, fill, tap and decap left out, drive strengths merged:
cell           Yosys  layout
inv                4       4
or2b               1       1
o22ai              1       1
nand2b             1       1
nor2b              1       1
nor2               2       2
nor3               2       2
o32ai              1       1
ha                 5       5
o21ai              2       2
nand4b             1       1
a21o               1       1
nand4              1       1
clkbuf             1       4
o2bb2ai            4       4
buf                2       2
dfrtp             23      23
clkdlybuf4s50      0      11
mux2              10      10
nand2              5       5
a211o              1       1
a32o               2       2
xor2               1       1
xnor2              1       1
nand3              8       8
dfstp              1       1
and2               2       2
state kept, by name (all words and copies together) (netlist names):
name	cells
bit_index	3
rx_data	8
rx_shift	8
rx_valid	1
state	4
through the flow:
| step | cell area, µm² | worst slack (ps) | std cells | hold WS, ps |
|---|---|---|---|---|
| floorplan | 1050 | 853 | 84 | 204 |
| detailed placement | 1330 | 709 | 227 | 479 |
| global placement | 1330 | 755 | 227 | 472 |
| global route | 1370 | 559 | 231 | 529 |
| CTS | 1370 | 689 | 231 | 501 |
| finish | 1370 | 686 | 231 | 493 |
cell families after synthesis:
kind of cell,Yosys count,share of synthesized area
buffers and inverters,7,0.0274
adders and majority gates,5,0.0595
and+or+nand+nor,24,0.118
DFF,24,0.573
AOI/OAI and AO/OA,12,0.0917
muxes,10,0.107
xor gates and xnor gates,2,0.0238
worst reg2reg max path, stage by stage (launching register included):
cell and delay [ps]:
dfrtp_1 490, inv_1 110, ha_1 260, xnor2_1 400
nand4b_1 160, mux2_2 290
metal layers:
| metal | global-route usage | wire length (µm) | vias to the layer above |
|---|---|---|---|
| li1 | - | - | 331 |
| met1 | 0.0401 | 978 | 331 |
| met2 | 0.0425 | 860 | 18 |
| met3 | 0.0158 | 179 | 2 |
| met4 | 0.00229 | 12 | 0 |
| met5 | 0 | 0 | - |
power by group:
part	switching [W]	internal (W)	total [W]
Clock	0.000114	0.000114	0.000227
Combinational	0.000280	0.000353	0.000633
Sequential	0.000125	0.000556	0.000681
worst min-delay path by stage:
stage,slack (ps),cells after the start,from,end
4_1_cts,500,1,rx_shift[5],rx_shift[5]
5_1_grt,530,1,rx_valid,rx_valid
6_report,490,1,rx_shift[5],rx_shift[5]
layout make-up:
class	count	area (µm²)	share of cell area
tap	133	166	0.121
clock buffer	4	45.0	0.0328
sequential	24	602	0.438
timing repair buffer	13	125	0.0911
inverter	4	15.0	0.0109
multi-input combinational	53	420	0.306
Power figures rest on the tool's default switching activity, not on a simulated workload.
